==> /design/flow/design.v <==
`timescale 1ns / 1ps
module traffic_light (
    input wire clock,
    input wire reset,
    output reg [2:0] light_A,   
    output reg [2:0] light_B    
);
    parameter GREEN  = 3'b001;
    parameter YELLOW = 3'b010;
    parameter RED    = 3'b100;
    parameter A_GREEN  = 0;  
    parameter A_YELLOW = 1;
    parameter B_GREEN  = 2;
    parameter B_YELLOW = 3;
    parameter GREEN_TIME  = 10;
    parameter YELLOW_TIME = 3;
    reg [1:0] state;
    reg [4:0] counter;
    always @(posedge clock or posedge reset) begin
        if (reset) begin
            state <= A_GREEN;
            counter <= 0;
            light_A <= GREEN;
            light_B <= RED;
        end
        else begin
            case (state)
            A_GREEN: begin
                light_A <= GREEN;
                light_B <= RED;
                if (counter == GREEN_TIME - 1) begin
                    state <= A_YELLOW;
                    counter <= 0;
                end
                else begin
                    counter <= counter + 1;
                end
            end
            A_YELLOW: begin
                light_A <= YELLOW;
                light_B <= RED;
                if (counter == YELLOW_TIME - 1) begin
                    state <= B_GREEN;
                    counter <= 0;
                end
                else begin
                    counter <= counter + 1;
                end
            end
            B_GREEN: begin
                light_A <= RED;
                light_B <= GREEN;
                if (counter == GREEN_TIME - 1) begin
                    state <= B_YELLOW;
                    counter <= 0;
                end
                else begin
                    counter <= counter + 1;
                end
            end
            B_YELLOW: begin
                light_A <= RED;
                light_B <= YELLOW;
                if (counter == YELLOW_TIME - 1) begin
                    state <= A_GREEN;
                    counter <= 0;
                end
                else begin
                    counter <= counter + 1;
                end
            end
            default: begin
                state <= A_GREEN;
                counter <= 0;
                light_A <= GREEN;
                light_B <= RED;
            end
            endcase
        end
    end
endmodule
==> /design/flow/run.sh <==
#!/bin/bash
# OpenROAD 26Q1-2900-gdf79404cd8, Yosys 0.63+post, stock flow scripts
make -C /OpenROAD-flow-scripts/flow DESIGN_CONFIG=/design/flow/config.mk WORK_HOME=/design/flow/orfs finish
==> /design/flow/config.mk <==
export PLATFORM = sky130hd
export DESIGN_NAME = traffic_light
export DESIGN_NICKNAME = traffic_light
export VERILOG_FILES = /design/flow/design.v
export SDC_FILE = /design/flow/constraint.sdc
export NUM_CORES = 4
export LEC_CHECK = 1
export CORE_AREA = 10 10 78 78
export DIE_AREA = 0 0 88 88
==> /design/flow/constraint.sdc <==
current_design traffic_light

set clk_period 2.6
set clk_io_pct 0.2

create_clock -name clk0 -period $clk_period [get_ports {clock}]

set non_clock_inputs [all_inputs -no_clocks]
set_input_delay [expr $clk_period * $clk_io_pct] -clock clk0 $non_clock_inputs
set_output_delay [expr $clk_period * $clk_io_pct] -clock clk0 [all_outputs]
==> results.json <==
{
  "power.ir.vdd_worst_v": 0.000214,
  "critical-path-max-stage-delay_ps": 510,
  "clock_tree_from_tritoncts": "built",
  "detail_route.iter0.violations": 11,
  "grt_first_pass_wirelength_mm": 1.70,
  "synthesis.area_sq_um": 604,
  "fmaxAchievable_mhz": 579,
  "worst-endpoint-required_ps": 2080,
  "netlist.top_cell.by_area": "sky130_fd_sc_hd__dfrtp_1",
  "cpMaxStageDelayCell": "sky130_fd_sc_hd__dfstp_2",
  "setup.worst_path.start_class": "flop",
  "clock_tree.htree_level_count": 1,
  "critical_path.endpoint_type": "primary output",
  "largest_net_degree_at_the_start_of_global_routing": 16,
  "timing.clock.skew_ps": 3.17,
  "final_max_slew_viol_count": 0,
  "outcome": "finished clean",
  "maxCapViolations": 0,
  "drt_first_pass_iters": 4,
  "setup_tns_ps": 0,
  "placed_area_sq_um": 728,
  "max_slew.worst_pin.slew_ps": 559,
  "antenna_found_initial": 0,
  "finish.instance_area_sq_um": 774,
  "netlist.area_leader.share": 0.497,
  "post_route_cells_drive_above_1_share": 0.200,
  "post_cts_setup_buffer_count": 0,
  "chipWidth_um": 88,
  "rsz0062_at_grt": "no",
  "total_die_size_sq_mm": 0.00774,
  "hold_path.class": "flop to flop",
  "tritoncts.num_buffers": 3,
  "wl_um": 995,
  "warnings": 27,
  "cell_breakdown_of_the_critical_path": "clkdlybuf4s50_1",
  "numPlacedInstances": 103,
  "slew_headroom": 0.627,
  "synth_cell_types": 17,
  "final_hold_viol_count": 0,
  "layout.cells.non_filler": 107,
  "fp.coreArea_sq_mm": 0.00441,
  "top_cells_by_area": "sky130_fd_sc_hd__dfrtp_1, sky130_fd_sc_hd__dfstp_2, sky130_fd_sc_hd__ha_1",
  "flow.area_growth_from_synthesis_pct": 28.2,
  "n_antenna_cell": 0,
  "criticalPathCategory": "flop to primary output",
  "static-leakage-power_nw": 0.323,
  "die-height_um": 88,
  "tritoncts_sinks": 15,
  "final.min_clock_period_ps": 1730,
  "timing.final.setup_violations": 0,
  "power.density_cell_area_mw_per_mm2": 548,
  "number_of_primary_i_o_pins": 8,
  "dp_hpwl_um": 704,
  "detailroute.via_count": 343,
  "placement.io_buffers": 7,
  "arrival_ps": 1210,
  "crit_path_max_fanout": 1,
  "yosysWarningCount": 1,
  "drt-vias-per-instance": 3.21,
  "holdBufCountCts": 0,
  "cts.repair.resized": 0,
  "global_route.usage.total": 0.0276,
  "yosysChipArea_sq_um": 604,
  "critical-path-top-delay-family": "flip-flops",
  "routabilityCongestion": 0.811,
  "postRouteAntennaNets": 0,
  "cts.reportedPaths.clkPinSlew_ps": 60,
  "cp-startpoint": "light_A[0]",
  "floorplan.core_util": 0.137,
  "via_count_of_the_first_global_routing_pass": 356,
  "clockRootBuffer": "sky130_fd_sc_hd__clkbuf_8",
  "ys.flops": 15,
  "placement_rows": 24,
  "post_syn_instances": 47,
  "holdCritStartpoint": "state[1]",
  "clock_insertion_delay_worst_skew_ps": 240,
  "yosys-stat-cells": 47,
  "worst_r2r_startpoint": "counter[0]",
  "syn_area_per_cell_sq_um": 12.9,
  "avgRoutedWirePerCell_um": 9.30,
  "ys_seq_frac": 0.627,
  "post-route-drc-count": 0,
  "cp.buffers_inverters": 1,
  "fin_crit_sh": 0.664,
  "grt-ovfl-total": 0,
  "clock_path_buffers": 2
}
layout make-up:
| cell class | count | area (sq um) |
|---|---|---|
| fill | 463 | 3640 |
| multi-input combinational | 25 | 199 |
| inverter | 4 | 15.0 |
| clock buffer | 3 | 41.3 |
| sequential | 15 | 379 |
| timing repair buffer | 7 | 70.1 |
| tap | 52 | 65.1 |
| clock inverter | 1 | 5.00 |
routing by layer:
metal,wire length (um),vias to the layer above,track usage
li1,-,171,-
met1,467,162,0.0388
met2,381,10,0.0337
met3,147,0,0.0215
met4,0,0,0.00145
met5,0,-,0
worst reg2reg max path, stage by stage (launching register included):
cell and delay [ps]:
sky130_fd_sc_hd__dfrtp_1 420, sky130_fd_sc_hd__inv_1 70, sky130_fd_sc_hd__ha_1 150, sky130_fd_sc_hd__or4b_4 480
sky130_fd_sc_hd__mux2i_2 270, sky130_fd_sc_hd__nor2_1 90
cells in the final DEF (no fill, tap or decap), drive strengths merged:
cell / count
clkdlybuf4s50: 7
or2: 1
nor2: 6
clkinv: 1
dfrtp: 12
clkbuf: 3
ha: 3
or4b: 1
dfstp: 3
nand4bb: 1
nor3: 1
inv: 4
nand3: 2
mux2i: 1
nor4b: 1
a22o: 4
xor2: 1
xnor2: 2
nand2: 1
synthesized netlist by cell type:
cell	instances
sky130_fd_sc_hd__dfrtp_1	12
sky130_fd_sc_hd__nor2_1	6
sky130_fd_sc_hd__a22o_1	4
sky130_fd_sc_hd__inv_1	4
sky130_fd_sc_hd__clkbuf_1	3
sky130_fd_sc_hd__dfstp_2	3
sky130_fd_sc_hd__ha_1	3
sky130_fd_sc_hd__nand3_1	2
sky130_fd_sc_hd__xnor2_1	2
sky130_fd_sc_hd__mux2i_2	1
sky130_fd_sc_hd__nand2_1	1
sky130_fd_sc_hd__nand4bb_2	1
sky130_fd_sc_hd__nor3_1	1
sky130_fd_sc_hd__nor4b_1	1
sky130_fd_sc_hd__or2_2	1
sky130_fd_sc_hd__or4b_4	1
sky130_fd_sc_hd__xor2_1	1
registers in the layout, summed over array words and instances, names as in the netlist:
| register | cells |
|---|---|
| light_B | 3 |
| light_A | 3 |
| state | 4 |
| counter | 5 |
cell families after synthesis:
group           after synthesis  synth area share
xor+xnor                      3            0.0435
compound gates                4            0.0580
fa+ha+maj                     3            0.0621
flops                        15             0.627
mux                           1            0.0228
buf+inv                       7            0.0435
simple gates                 14             0.143
per-stage QoR:
| stage | utilization | power [W] | hold slack [ps] | setup WS, ps |
|---|---|---|---|---|
| final | 0.175 | 0.000425 | 454 | 874 |
| after global routing | 0.175 | 0.000446 | 463 | 832 |
| after CTS | 0.175 | 0.000428 | 448 | 858 |
| after detailed placement | 0.165 | 0.000244 | 433 | 1020 |
| after global placement | 0.165 | 0.000244 | 414 | 1060 |
| after floorplan | - | 0.000241 | 419 | 1130 |
worst paths after layout:
check	endpoint	slack (ps)	cells after the start
worst max-delay path	light_A[0]	870	1
worst min-delay path	light_B[0]	450	0
worst max register to register	counter[2]	990	5
worst min register to register	light_B[0]	450	0
max in group asynchronous	state[0]	1600	2
min in group asynchronous	counter[3]	630	2
power by group:
part | switching, W | internal, W
clock network | 0.0000792 | 0.000106
registers | 0 | 0.000234
logic | 0.00000445 | 0.00000140
Power and IR drop assume default switching activity.
